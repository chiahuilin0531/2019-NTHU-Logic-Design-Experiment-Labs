`flow/run.sh`:
```
#!/bin/bash
# OpenROAD 26Q1-2900-gdf79404cd8, Yosys 0.63+post, stock flow scripts
make -C /OpenROAD-flow-scripts/flow DESIGN_CONFIG=/design/flow/config.mk WORK_HOME=/design/flow/orfs finish
```
`flow/config.mk`:
```
export PLATFORM = sky130hd
export DESIGN_NAME = lab0
export DESIGN_NICKNAME = lab0
export VERILOG_FILES = /design/flow/design.v
export SDC_FILE = /design/flow/constraint.sdc
export NUM_CORES = 4
export LEC_CHECK = 1
export CORE_AREA = 10 10 70 70
export DIE_AREA = 0 0 80 80
```
`flow/constraint.sdc`:
```
current_design lab0

set clk_period 1.7
set clk_io_pct 0.2

create_clock -name clk0 -period $clk_period

set non_clock_inputs [all_inputs -no_clocks]
set_input_delay [expr $clk_period * $clk_io_pct] -clock clk0 $non_clock_inputs
set_output_delay [expr $clk_period * $clk_io_pct] -clock clk0 [all_outputs]
```
`flow/design.v`:
```
`timescale 1ns / 1ps
module fist_check(
    output [2:0]checked_fist,
    output err,
    input [2:0]fist,
    input reset
    );
assign err = (reset) ? 0 :
             ((fist == 3'b001) | (fist == 3'b010) | (fist == 3'b100) | (fist == 3'b000)) ? 0 : 1;
assign checked_fist= (reset) ? 3'b0 :
                     (err) ? 3'b0 : fist;
endmodule
`timescale 1ns / 1ps
module judge(
    output [5:0]a_win,
    output [5:0]b_win,
    output [1:0]tie,
    input  [2:0]a_checked_fist,
    input  [2:0]b_checked_fist,
    input  reset
    );
parameter scissors = 3'b001;
parameter rock     = 3'b010;
parameter paper    = 3'b100;
assign a_win = (reset) ? 6'b0 :
                          ((a_checked_fist == scissors) & (b_checked_fist == paper)) ? 6'b111111:
                          ((a_checked_fist == rock) & (b_checked_fist == scissors)) ? 6'b111111:
                          ((a_checked_fist == paper) & (b_checked_fist == rock)) ? 6'b111111:6'b0;
assign b_win = (reset) ? 6'b0 :
                          ((a_checked_fist == scissors) & (b_checked_fist == rock)) ? 6'b111111:
                          ((a_checked_fist == rock) & (b_checked_fist == paper)) ? 6'b111111:
                          ((a_checked_fist == paper) & (b_checked_fist == scissors)) ? 6'b111111:6'b0;
assign tie = (reset) ? 2'b0 :
             ((a_checked_fist == scissors) & (b_checked_fist == scissors)) ? 2'b11:
             ((a_checked_fist == rock) & (b_checked_fist == rock)) ? 2'b11:
             ((a_checked_fist == paper) & (b_checked_fist == paper)) ? 2'b11:2'b0;                        
endmodule
`timescale 1ns / 1ps
module lab0(
    output a_err,
    output b_err,
    output [1:0]tie,
    output [5:0]a_win,
    output [5:0]b_win,
    input [2:0]a_fist,
    input [2:0]b_fist,
    input reset
    );
    wire [2:0]a_checked_fist, b_checked_fist;
    wire a_check_err, b_check_err, a_slow_err, b_slow_err;
assign a_err = (a_check_err | a_slow_err);
assign b_err = (b_check_err | b_slow_err);
fist_check player_a(
    .checked_fist(a_checked_fist),
    .err(a_check_err),
    .fist(a_fist),
    .reset(reset)
    );
fist_check player_b(
    .checked_fist(b_checked_fist),
    .err(b_check_err),
    .fist(b_fist),
    .reset(reset)
    );
slow_fist s1(
        .a_err(a_slow_err),
        .b_err(b_slow_err),
        .a_checked_fist(a_checked_fist),
        .b_checked_fist(b_checked_fist),
        .reset(reset)
        );    
judge j1(
        .a_win(a_win),
        .b_win(b_win),
        .tie(tie),
        .a_checked_fist(a_checked_fist),
        .b_checked_fist(b_checked_fist),
        .reset(reset)
        );
endmodule
`timescale 1ns / 1ps
module slow_fist(
    output a_err,
    output b_err,
    input [2:0]a_checked_fist,
    input [2:0]b_checked_fist,
    input reset
    );
    parameter no_fist = 3'b000;
assign a_err = (reset) ? 0:
               ((a_checked_fist == no_fist) & (b_checked_fist != no_fist)) ? 1 : 0;
assign b_err = (reset) ? 0:
               ((a_checked_fist != no_fist) & (b_checked_fist == no_fist)) ? 1 : 0;
endmodule
```
==> CHANGELOG.md <==
## Implementation

* Outcome: finished, violations left
* Failing checks: setup timing
* RSZ-0062 raised after global routing: yes
* Gpl congestion at 0.720
* Pwr dens at 139 nW/µm²
* Setup TNS at -0.700 ns
* Xor and xnor fraction of the mapped netlist area at 6.06%
* FMAX at 0.560 GHz
* Crit path cell chain: buf_8 > or4b_4 > o21ai_2 > buf_6 > buf_6 > buf_6
* Core area at 3420 µm²
* Global-route wire length before repair at 1.56 mm
* Worst VDD drop at 0.0903 mV
* Sequential share of power at 0%
* Post-Syn Area at 289 µm²
* Number of global-route vias before repair at 342
* Post-route design area at 603 µm²
* Slowest cell on the critical path: or4b_4
* Most used cell, CP: buf_6
* Final worst setup slack at -0.0845 ns
* Non-Filler Instances at 110
* Critical path launch point: b_fist[1]
* Worst-margin pin slew at 0.276 ns
* Post-CTS Hold Fix Bufs at 0
* CP endpoint kind: output pin
* CP max stage delay at 0.56 ns
* DR vias at 382
* Post-route ant nets at 0
* Largest net degree at the start of global routing at 9
* Layout cells sized above 1 at 75.0%
* Internal Power at 46.7 µW
* Chip Area, Yosys at 289 µm²
* N_diodes at 0
* Sw power at 37.1 µW
* Num ports at 23
* CLK BUF at 0
* Die height at 80 µm
* Adder share at 0%
* TritonRoute pass-1 iters at 3
* Grt ovf at 0
* Initial antenna violation count at 0
* Critical Path Sink: a_win[3]
* Critical Path AT at 1.44 ns
* Crit start category: input pin
* Placed wire-length estimate at 802 µm
* Critical path class: input pin to output pin
* WL per Instance at 9.55 µm
* Number of max-cap violations at 0
* Dpl ws at -0.871 ns
* Post-Syn Instances at 41
* Fillers at 390
* Die ar. at 6400 µm²
* Synth unique cells at 15
* # setup viols final at 14
* Fp_density at 8.46%
* Comb pwr share at 100.0%
* Seq share, synth at 0%
* Avg Vias per Cell at 3.47
* Critical Path RT at 1.36 ns
* Synth mux share at 0%
* Seq. cell area at 0 µm²
* Sw Ratio at 44.3%
* Row cnt at 21
* Layout area overhead at 109%
* Drt initial violations at 8
* Remaining DRCs at 0
* Warnings from Yosys at 0
* Comb area leader: buffers and inverters
* Worst Path Max Fanout at 6
* Slew margin rel. at 81.6%
* Placed cell area at 533 µm²
* Ys cells at 41
* Crit share post-route at 105%
* Tool warnings at 35
* Die width at 80 µm
* LEAKAGE at 0.261 nW
* Flop Count at 0
* Post-layout min period at 1.78 ns
* Worst Hold Class: input pin to output pin
* Port Buffer Count at 23
* Gr usage total at 2.82%
* Aoi/oai-family share of the synthesized area at 26.0%
* Slew Limit Fails at 0
* Post-Syn Area per Cell at 7.05 µm²
* Final hold violations at 0
* Clock power frac at 0%
* Basic Gates by Area at 29.4%
* WL final at 1.05 mm
* Placed insts at 104
-- cells in the final DEF, fill, tap and decap left out, types with 2 or more instances in the layout --
| cell | synthesis | layout |
|---|---|---|
| a22oi_1 | 3 | 3 |
| a31oi_1 | 2 | 2 |
| buf_2 | 2 | 9 |
| buf_4 | 11 | 12 |
| buf_6 | 1 | 8 |
| clkbuf_2 | 0 | 5 |
| nand2_1 | 2 | 2 |
| nor3_1 | 2 | 2 |
| nor4b_2 | 0 | 4 |
| o211ai_1 | 2 | 2 |
| o21ai_2 | 0 | 3 |
| or4b_4 | 1 | 2 |
| xor2_1 | 2 | 2 |
-- power groups by stage --
stage         clock, mW  combinational (mW)  sequential, mW
finish                0              0.0838               0
global route          0              0.0910               0
CTS                   0              0.0764               0
-- cell families after synthesis --
kind of cell,count (synthesis)
buf+inv,16
compound gates,12
xor+xnor,2
simple gates,11
-- how the worst min path moves through the flow --
stage | startpoint | endpoint | depth (start not counted)
after global routing | reset | a_err | 4
after CTS | reset | tie[0] | 4
final | reset | a_err | 4
-- synth_stat cells (2+ instances only) --
master	instances	area share, %
a22oi_1	3	7.8
a31oi_1	2	4.3
buf_2	2	3.5
buf_4	11	29
inv_1	2	2.6
nand2_1	2	2.6
nor3_1	2	3.5
nor4b_1	5	15
o211ai_1	2	5.2
o21ai_0	2	3.5
o21ai_1	3	5.2
xor2_1	2	6.1
-- metrics by stage --
step	power [mW]	utilization [%]	hold slack [ns]
after floorplan	0.0296	-	0.754
after global placement	0.0681	15.6	1.79
after detailed placement	0.0693	15.6	1.78
after CTS	0.0764	16.8	1.05
after global routing	0.0910	17.7	1.03
final	0.0838	17.7	1.00
-- per-layer routing --
| layer | track usage (%) | part of all wire (%) | wire [µm] |
|---|---|---|---|
| met4 | 0 | 0 | 0 |
| met3 | 2.16 | 19 | 202 |
| met5 | 0 | 0 | 0 |
| met1 | 4.09 | 52 | 543 |
| met2 | 3.29 | 29 | 305 |
-- what timing repair did --
| item | CTS | global route |
|---|---|---|
| setup buffers | 5 | 1 |
| gates cloned | 0 | 0 |
| endpoints found under the setup margin | 16 | 15 |
| hold endpoints to repair | 0 | 0 |
| resized | 90 | 18 |
| pin swaps | 7 | 5 |
-- worst max-delay path: cells and delay by family --
kind / cells / cell delay, ns
buffers and inverters: 4 / 0.39
AND/OR/NAND/NOR: 1 / 0.56
AND-OR/OR-AND: 1 / 0.15
-- final cells by class --
cell class | count | area (µm²) | share of cell area [%]
Inverter | 2 | 7.51 | 1.24
Multi-Input combinational cell | 25 | 244 | 40.5
Tap cell | 46 | 57.6 | 9.54
Timing Repair Buffer | 37 | 294 | 48.8
Power is estimated from default activity; no workload was simulated.
