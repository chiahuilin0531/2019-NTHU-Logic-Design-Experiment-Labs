==> ./design.v <==
`timescale 1ns / 1ps
module lab07_1(
   input clk,
   input rst,
   input en,
   input dir,
   output [3:0] vgaRed,
   output [3:0] vgaGreen,
   output [3:0] vgaBlue,
   output hsync,
   output vsync
    );
    wire [11:0] data;
    wire clk_25MHz;
    wire clk_22;
    wire [16:0] pixel_addr;
    wire [11:0] pixel;
    wire valid;
    wire [9:0] h_cnt;  
    wire [9:0] v_cnt;   
  assign {vgaRed, vgaGreen, vgaBlue} = (valid==1'b1) ? pixel:12'h0;
     clock_divisor clk_wiz_0_inst(
      .clk(clk),
      .clk1(clk_25MHz),
      .clk22(clk_22)
    );
    mem_addr_gen mem_addr_gen_inst(
    .en(en),
    .dir(dir),
    .clk(clk_22),
    .rst(rst),
    .h_cnt(h_cnt),
    .v_cnt(v_cnt),
    .pixel_addr(pixel_addr)
    );
    blk_mem_gen_0 blk_mem_gen_0_inst(
      .clka(clk_25MHz),
      .wea(0),
      .addra(pixel_addr),
      .dina(data[11:0]),
      .douta(pixel)
    ); 
    vga_controller   vga_inst(
      .pclk(clk_25MHz),
      .reset(rst),
      .hsync(hsync),
      .vsync(vsync),
      .valid(valid),
      .h_cnt(h_cnt),
      .v_cnt(v_cnt)
    );
endmodule
module mem_addr_gen(
   input clk,
   input rst,
   input en,
   input dir,
   input [9:0] h_cnt,
   input [9:0] v_cnt,
   output [16:0] pixel_addr
   );
   reg [8:0] position;
   wire [8:0] verti;
   assign verti = (((h_cnt>>1) + position) > 319)? ((h_cnt>>1) + position) - 320 : ((h_cnt>>1) + position);
   assign pixel_addr = (verti + 320*(v_cnt>>1));   
   always @ (posedge clk or posedge rst) begin
      if(rst)
          position <= 0;
       else if (en) begin
           if(dir) begin
               if(position > 0)
                   position <= position - 1;
               else
                   position <= 319;
           end else begin
               if(position < 319)
                   position <= position + 1;
               else
                   position <= 0;
           end
       end else position <= position;
   end
endmodule
module clock_divisor(clk1, clk, clk22);
    input clk;
    output clk1;
    output clk22;
    reg [21:0] num;
    wire [21:0] next_num;
    always @(posedge clk) begin
      num <= next_num;
    end
    assign next_num = num + 1'b1;
    assign clk1 = num[1];
    assign clk22 = num[21];
endmodule
`timescale 1ns/1ps
module vga_controller (
    input wire pclk, reset,
    output wire hsync, vsync, valid,
    output wire [9:0]h_cnt,
    output wire [9:0]v_cnt
    );
    reg [9:0]pixel_cnt;
    reg [9:0]line_cnt;
    reg hsync_i,vsync_i;
    parameter HD = 640;
    parameter HF = 16;
    parameter HS = 96;
    parameter HB = 48;
    parameter HT = 800; 
    parameter VD = 480;
    parameter VF = 10;
    parameter VS = 2;
    parameter VB = 33;
    parameter VT = 525;
    parameter hsync_default = 1'b1;
    parameter vsync_default = 1'b1;
    always @(posedge pclk)
        if (reset)
            pixel_cnt <= 0;
        else
            if (pixel_cnt < (HT - 1))
                pixel_cnt <= pixel_cnt + 1;
            else
                pixel_cnt <= 0;
    always @(posedge pclk)
        if (reset)
            hsync_i <= hsync_default;
        else
            if ((pixel_cnt >= (HD + HF - 1)) && (pixel_cnt < (HD + HF + HS - 1)))
                hsync_i <= ~hsync_default;
            else
                hsync_i <= hsync_default; 
    always @(posedge pclk)
        if (reset)
            line_cnt <= 0;
        else
            if (pixel_cnt == (HT -1))
                if (line_cnt < (VT - 1))
                    line_cnt <= line_cnt + 1;
                else
                    line_cnt <= 0;
    always @(posedge pclk)
        if (reset)
            vsync_i <= vsync_default; 
        else if ((line_cnt >= (VD + VF - 1)) && (line_cnt < (VD + VF + VS - 1)))
            vsync_i <= ~vsync_default; 
        else
            vsync_i <= vsync_default; 
    assign hsync = hsync_i;
    assign vsync = vsync_i;
    assign valid = ((pixel_cnt < HD) && (line_cnt < VD));
    assign h_cnt = (pixel_cnt < HD) ? pixel_cnt : 10'd0;
    assign v_cnt = (line_cnt < VD) ? line_cnt : 10'd0;
endmodule
==> ./run.sh <==
#!/bin/bash
# OpenROAD 26Q1-2900-gdf79404cd8, Yosys 0.63+post, stock flow scripts
make -C /OpenROAD-flow-scripts/flow DESIGN_CONFIG=/design/flow/config.mk WORK_HOME=/design/flow/orfs finish
==> ./config.mk <==
export PLATFORM = sky130hd
export DESIGN_NAME = mem_addr_gen
export DESIGN_NICKNAME = mem_addr_gen
export VERILOG_FILES = /design/flow/design.v
export SDC_FILE = /design/flow/constraint.sdc
export NUM_CORES = 4
export LEC_CHECK = 1
export CORE_UTILIZATION = 30
==> ./constraint.sdc <==
current_design mem_addr_gen

set clk_period 11.9
set clk_io_pct 0.2

create_clock -name clk0 -period $clk_period [get_ports {clk}]

set non_clock_inputs [all_inputs -no_clocks]
set_input_delay [expr $clk_period * $clk_io_pct] -clock clk0 $non_clock_inputs
set_output_delay [expr $clk_period * $clk_io_pct] -clock clk0 [all_outputs]
==> flow_results.org <==
* Flow results

** Status
- Status :: complete, no violations

** Detailed routing
- Via Count :: 1725
- The script logs the ratio of routed vias to standard cells as 5.15.
- First drt pass iteration count :: 4
- Wirelength, routed :: 4020 um
- Detailed-route iteration 0 reported a violation count of 49.
- Detail-routed net length per standard cell :: 12.0 um
- Per the post-route antenna check, the number of violating nets is 0.
- 0 antenna diodes ended up in the layout.
- TritonRoute reported its final design rule violation total as 0.

** Clock tree
- As reported, the later end of the worst-skew pair has a clock insertion delay of 0.23 ns.
- Number of H-tree levels :: 1
- Num Clock Sinks :: 9
- TritonCTS clock tree :: yes
- The clock passes through at most 2 buffers.
- In this run, post-CTS repair resized a total of 0 instances.
- In this run, CTS created clock tree buffers numbering 3.
- The cell sitting at the root of the clock tree is a clkbuf_8.
- Clock Pin Slew Worst Setup and Hold Paths :: 0.05 ns
- The post-CTS hold buffer count recorded in the log is 0.
- Number of post-CTS setup repair buffers :: 0

** Floorplanning
- I/O Pins :: 41
- The core region is 5680 sq um.
- Row generation in the floorplan step produced 27 rows.
- The chip occupies 6370 sq um.
- Floorplan die height :: 79.8 um
- For this configuration, the core starts out at a cell density of 32.0%.
- Width of the die :: 79.8 um

** Final timing
- Post-route setup TNS :: 0 ns
- Post-layout period usage :: 80.3%
- Least-Margin Pin Slew :: 0.609 ns
- Setup repair after global routing missed its margin :: false
- Fin crit period :: 9.55 ns
- The last timing report of the flow puts the setup violation total at 0.
- The final max-slew violation count recorded for this run is 0.
- WHS :: 0.651 ns
- Across all checked pins, the minimum headroom to the slew limit is 59.3%.
- Final Hold Violating Endpoints :: 0
- Maximum frequency from static timing analysis :: 0.105 GHz
- On the final layout, the worst clock skew is 0.00494 ns.

** Critical path
- The critical path maximum fanout is 5.
- Data required time of the worst path :: 9.52 ns
- Looking at the reg2reg group, the worst path starts from position[0]$_DFFE_PP0P_.
- Crit Path Category :: input port to primary output
- Arrival time worst endpoint :: 7.17 ns
- Tracing the worst setup path back leads to its startpoint at h_cnt[1].
- Type of origin of the critical path :: input port
- STA classifies the critical path endpoint as a primary output.

** Flow run
- Max-Cap Viols :: 0
- Tally of OpenROAD warnings :: 29

** Pwr
- Maximum ir drop on the vdd rail :: 0.000249 V
- Summing internal, switching and leakage power gives 0.533 mW.
- Power Dens Cells :: 232 nW/um^2
- Per the OpenROAD power report, leakage power amounts to 0.983 nW.

** Yosys
- Number of cells in the yosys synthesis report :: 230
- Yosys stat chip area :: 1820 sq um
- Mapped Cells :: 230
- Leading register cell type out of synthesis :: dfrtp_1
- Of all flip-flops after synthesis, the portion carrying an async set or reset was 100%.
- YS warnings :: 1
- Number of register bits inferred by synthesis :: 9
- Cell area after technology mapping :: 1820 sq um
- Mapped Avg Cell Area :: 7.90 sq um
- Number of library cell types mapped by synthesis :: 52
- Post-synth EDFFs :: 0
- Share of synthesized area occupied by flip-flops and latches :: 12.4%

** Global route
- Entering global routing, the biggest net connects 19 pins.
- First-pass GRT wire length :: 6690 um
- Overall global routing resource usage :: 13.0%
- In the global route stage, met3 resource usage came out at 0.696%.
- Met2 usage in global routing :: 21.5%
- The number of global-route vias before repair was 1534.
- Global routing finished with a remaining overflow of 0.
- On met1, the global router reports a usage of 19.7%.
- Global routing put the most usage on met2.
- The initial antenna violation count was 0.

** Place
- Number of buffer cells added on primary ports :: 38
- HPWL after detailed placement :: 3320 um
- Last weighted congestion value of the routability-driven placer :: 0.839

** Cells and area
- Area Overhead vs Synth :: 26.4%
- More flip-flops sit in one register than any other, and that register is position.
- Registers with the most flip-flops :: position (9)
- The register with the most flip-flops in the layout has 9 of them.
- Multi-input gate area in the final layout :: 1520 sq um
- In the layout the commonest cells are clkdlybuf4s50_1, ha_1, a21oi_1.
- The post-route netlist has 4.18% of its cells at a drive strength greater than 1.
- Per the layout report, the design carries 571 filler cells.
- Seq. cell area :: 225 sq um
- By instance count after routing, the leading logic cell type is clkdlybuf4s50_1.

** Min path
- The startpoint identified for the worst hold timing path is position[6]$_DFFE_PP0P_.
- Class of the most critical hold timing path :: flip-flop to flip-flop
==> cell usage after synthesis (all sizes together), types with 2 or more instances <==
cell     n  share of area [%]
a22o     2               0.96
a211oi   2                1.1
a21o     6                2.5
nand3    9                2.5
dfrtp    9                 12
o21ai   18                5.2
fa       3                3.3
and4     2               0.96
xor2    11                5.3
clkbuf   8                1.7
xnor2   11                5.3
nor3b    9                3.7
a22oi    2               0.83
inv     11                2.3
o211ai   2               0.83
o22a     2               0.96
a21oi   21                5.8
ha      30                 21
a31oi    5                2.1
mux2i    2                1.1
nor2    15                3.1
nor3     7                2.5
nand2   18                3.7
nand2b   2               0.69
==> logic make-up after synthesis <==
group                      share of synthesized area (%)
xor gates and xnor gates                            10.6
adders and majority gates                           24.0
muxes                                               1.10
and+or+nand+nor                                     20.5
DFF                                                 12.4
buffers and inverters                               4.20
AOI/OAI and AO/OA                                   27.2
==> metrics by stage <==
step | util (%) | std cells | setup WS, ns | instance area [sq um]
after floorplan | - | 230 | 3.58 | 1820
after global placement | 39.7 | 331 | 2.29 | 2250
after detailed placement | 39.7 | 331 | 2.27 | 2250
after CTS | 40.5 | 335 | 2.27 | 2300
after global routing | 40.5 | 335 | 1.80 | 2300
final | 40.5 | 335 | 2.35 | 2300
==> worst max-delay path, stage by stage <==
cell and delay [ns]:
clkdlybuf4s50_1 0.40, ha_1 0.23, fa_1 0.40, nand3_1 0.11
nand2_1 0.06, a21o_1 0.17, a21oi_1 0.16, xor2_1 0.29
ha_1 0.28, nor3_1 0.06, o211a_1 0.12, a211oi_1 0.27
o21ai_2 0.12, xnor2_1 0.15, ha_1 0.20, fa_1 0.21
a21o_1 0.13, nand2_1 0.07, nor3_1 0.28, nand3_1 0.17
nor3b_1 0.27, xnor2_1 0.14, clkdlybuf4s50_1 0.46
==> per-layer routing <==
metal	wire length [um]	part of all wire, %
met1	2000	50
met5	0	0
met4	14	0.35
met2	1840	46
met3	170	4.2
==> final cells by class <==
class	count	area share, %
well taps	72	3.92
flip-flops and latches	9	9.80
clock buffers	4	1.96
inverters	11	1.80
multi-input cells	201	66.0
repair buffers	38	16.6
==> worst paths after layout <==
check / slack, ns / depth (start not counted) / to
min in group asynchronous: 2.44 / 2 / position[4]$_DFFE_PP0P_
min reg2reg: 0.65 / 1 / position[6]$_DFFE_PP0P_
max reg2reg: 9.73 / 8 / position[7]$_DFFE_PP0P_
min: 0.65 / 1 / position[6]$_DFFE_PP0P_
max in group asynchronous: 9.18 / 2 / position[5]$_DFFE_PP0P_
max: 2.35 / 23 / pixel_addr[16]
==> power by group <==
group          switching (mW)  internal, mW
Combinational           0.170         0.248
Sequential             0.0354        0.0432
Clock                  0.0131        0.0234
Power figures rest on the tool's default switching activity, not on a simulated workload.
