==> design.v <==
module note_gen(
    clk,  
    rst,  
    note_div_left,  
    note_div_right,
    audio_left,
    audio_right,
    volume
);
    input clk;  
    input rst;  
    input [21:0] note_div_left, note_div_right;  
    input [2:0] volume;
    output reg [15:0] audio_left, audio_right;
    reg [21:0] clk_cnt_next, clk_cnt;
    reg [21:0] clk_cnt_next_2, clk_cnt_2;
    reg b_clk, b_clk_next;
    reg c_clk, c_clk_next;
    always @(posedge clk or posedge rst)
        if (rst == 1'b1)
            begin
                clk_cnt <= 22'd0;
                clk_cnt_2 <= 22'd0;
                b_clk <= 1'b0;
                c_clk <= 1'b0;
            end
        else
            begin
                clk_cnt <= clk_cnt_next;
                clk_cnt_2 <= clk_cnt_next_2;
                b_clk <= b_clk_next;
                c_clk <= c_clk_next;
            end
    always @*
        if (clk_cnt == note_div_left)
            begin
                clk_cnt_next = 22'd0;
                b_clk_next = ~b_clk;
            end
        else
            begin
                clk_cnt_next = clk_cnt + 1'b1;
                b_clk_next = b_clk;
            end
    always @*
        if (clk_cnt_2 == note_div_right)
            begin
                clk_cnt_next_2 = 22'd0;
                c_clk_next = ~c_clk;
            end
        else
            begin
                clk_cnt_next_2 = clk_cnt_2 + 1'b1;
                c_clk_next = c_clk;
            end
    always@* begin
        if (note_div_left == 22'd1) begin
            audio_left = 16'h0000;
        end else begin
            if (b_clk == 1'b0) begin
                case (volume)
                    5: audio_left = 16'hE000;
                    4: audio_left = 16'hD000;
                    3: audio_left = 16'hC000;
                    2: audio_left = 16'hB000;
                    1: audio_left = 16'hA000;
                    default: audio_left = 16'hA000;
                endcase
            end else begin
                case (volume)
                    5: audio_left = 16'h2000;
                    4: audio_left = 16'h3000;
                    3: audio_left = 16'h4000;
                    2: audio_left = 16'h5000;
                    1: audio_left = 16'h6000;
                    default: audio_left = 16'h6000;
                endcase
            end
        end
    end
    always@* begin
        if (note_div_right == 22'd1) begin
            audio_right = 16'h0000;
        end else begin
            if (c_clk == 1'b0) begin
                case (volume)
                    5: audio_right = 16'hE000;
                    4: audio_right = 16'hD000;
                    3: audio_right = 16'hC000;
                    2: audio_right = 16'hB000;
                    1: audio_right = 16'hA000;
                    default: audio_right = 16'hA000;
                endcase
            end else begin
                case (volume)
                    5: audio_right = 16'h2000;
                    4: audio_right = 16'h3000;
                    3: audio_right = 16'h4000;
                    2: audio_right = 16'h5000;
                    1: audio_right = 16'h6000;
                    default: audio_right = 16'h6000;
                endcase
            end
        end
    end
endmodule
==> run.sh <==
#!/bin/bash
# OpenROAD 26Q1-2900-gdf79404cd8, Yosys 0.63+post, stock flow scripts
make -C /OpenROAD-flow-scripts/flow DESIGN_CONFIG=/design/flow/config.mk WORK_HOME=/design/flow/orfs finish
==> config.mk <==
export PLATFORM = sky130hd
export DESIGN_NAME = note_gen
export DESIGN_NICKNAME = note_gen
export VERILOG_FILES = /design/flow/design.v
export SDC_FILE = /design/flow/constraint.sdc
export NUM_CORES = 4
export LEC_CHECK = 1
export CORE_UTILIZATION = 30
==> constraint.sdc <==
current_design note_gen

set clk_period 6.9
set clk_io_pct 0.2

create_clock -name clk0 -period $clk_period [get_ports {clk}]

set non_clock_inputs [all_inputs -no_clocks]
set_input_delay [expr $clk_period * $clk_io_pct] -clock clk0 $non_clock_inputs
set_output_delay [expr $clk_period * $clk_io_pct] -clock clk0 [all_outputs]
==> results.py <==
# Synthesis and PnR figures
metrics = {
    "synth": {
        "async_reset_ff_share_pct": 100,
        "flop_cell": "dfrtp_1",
        "syn_area_sq_um": 3120,
        "synth-seq-cells": 46,
        "ys_seq_share_pct": 36.8,
        "synth-edff-count": 0,
        "top_area_cell": "dfrtp_1",
        "postSynthAreaPerCell_sq_um": 9.27,
        "ys_cells": 337,
        "synth_cell_types": 36,
        "ys_chip_area_sq_um": 3120,
        "yosysMostFrequentCell": "nor2_1",
        "ys_warn_count": 1,
        "top_cell_area_share_pct": 36.8,
        "area_leaders": "dfrtp_1 37%, xor2_1 14%, xnor2_1 11%",
        "synth_cells": 337,
        "synthTopCellsByCount": "59 x nor2_1, 49 x xor2_1, 46 x dfrtp_1",
    },
    "route": {
        "avgViaCountPerCell": 4.59,
        "wl_um": 6290,
        "vias": 2412,
        "diodes": 0,
        "ant_nets": 0,
        "route.detailed.drc": 0,
        "drt_iter0_markers": 62,
        "route.detailed.wl_per_inst_um": 12.0,
        "firstDrtPassIters": 4,
    },
    "power": {
        "total_power_uw": 497,
        "leakagePower_nw": 1.57,
        "ir_drop_mv": 0.0630,
        "power.density_nw_per_um2": 131,
    },
    "placement": {
        "io_buffers": 56,
        "gp_congestion": 0.869,
        "dpl-instance-area_sq_um": 3710,
        "dp.cells": 518,
        "place.detailed.hpwl_um": 4860,
    },
    "grt": {
        "grt_use_total_pct": 12.3,
        "grt_overflow": 0,
        "gr-usage-met2_pct": 19.9,
        "first_global_vias": 2283,
        "met1_usage_pct": 18.7,
        "grt_max_degree": 47,
        "antenna_found_initial": 0,
        "grt_busiest_layer": "met2",
        "global_route.usage.met3_pct": 1.79,
        "grt_pass1_wl_um": 10800,
    },
    "timing": {
        "timing.final.hold_violations": 0,
        "min_period_ns": 4.99,
        "hold_slack_ns": 0.544,
        "worst_pin_slew_ns": 0.884,
        "clock-skew-final_ns": 0.0117,
        "final.period_utilization_pct": 72.3,
        "relSlewSlack_pct": 40.9,
        "rsz0062_at_grt": "false",
        "final.setup.tns_ns": 0,
        "max_freq_mhz": 200,
        "slew_violations": 0,
        "setup-violations-final": 0,
    },
    "clocking": {
        "cts.sinks": 46,
        "cts-root-buf": "clkbuf_8",
        "cts_tree": "yes",
        "clk_pin_slew_ns": 0.09,
        "clockBufferDepth": 2,
        "cts_setup_buffers": 0,
        "numCtsBuffers": 5,
        "clk_latency_ns": 0.30,
        "holdBufCountCts": 0,
        "cts_resized": 0,
        "h-tree-depth": 2,
    },
    "job": {
        "stage_log_warnings": 25,
        "cap_violations": 0,
    },
    "die": {
        "core_sq_um": 9950,
        "num_rows": 36,
        "fp-utilization_pct": 31.4,
        "dieArea_sq_um": 10800,
        "top_level_ports": 81,
        "die_h_um": 104,
        "die_w_um": 104,
    },
    "finish": {
        "ff_latch_area_sq_um": 1150,
        "mi_logic_area_sq_um": 1810,
        "final.fill_count": 975,
        "syn_to_final_growth_pct": 21.7,
        "drive_above_1_share_pct": 6.11,
        "finalInstanceArea_sq_um": 3800,
        "final_cells": 526,
    },
    "status": {
        "status": "completed",
    },
    "critical_path": {
        "criticalPathCategory": "in2out",
        "worstSetupEndpointType": "primary output",
        "crit_path_max_fanout": 4,
        "cp.required_ns": 5.52,
        "cp-start-kind": "input port",
        "cp.arrival_ns": 3.61,
    },
    "worst_hold_path": {
        "hold_path_class": "reg2reg",
    },
}
==> through the flow <==
| step | worst slack (ns) | utilization [%] |
|---|---|---|
| 2_1_floorplan | 3.17 | - |
| 3_3_place_gp | 1.92 | 37.3 |
| 3_5_place_dp | 1.89 | 37.3 |
| 4_1_cts | 1.89 | 38.2 |
| 5_1_grt | 1.80 | 38.2 |
| 6_report | 1.91 | 38.2 |
==> worst max-delay path, cell delays in order <==
cell and delay [ns]:
clkdlybuf4s50_1 0.44, or4_1 0.53, nor4_1 0.72, a211oi_1 0.10, clkdlybuf4s50_1 0.44
==> worst paths after layout <==
kind | start | to | slack (ns) | depth (start not counted)
min in group asynchronous | rst | clk_cnt_2[0] | 1.54 | 3
max in group asynchronous | rst | clk_cnt_2[14] | 4.96 | 3
max | note_div_left[6] | audio_left[13] | 1.91 | 5
min | b_clk | b_clk | 0.54 | 1
min reg2reg | b_clk | b_clk | 0.54 | 1
max reg2reg | clk_cnt[10] | b_clk | 4.73 | 5
==> power breakdown <==
part           internal [mW]  leakage [nW]  total, mW  switching (mW)
Clock                 0.0712        0.0441      0.163          0.0918
Combinational         0.0391         0.926     0.0634          0.0243
Sequential             0.270         0.604      0.270        0.000692
==> per-layer routing <==
layer	share of wire, %	up-vias	wire length (um)
met5	0	-	0
met1	50	1132	3140
li1	-	1213	-
met3	5.0	4	315
met4	0.54	0	34
met2	45	63	2810
==> placed cells by master (no fill, tap or decap), drive strengths merged <==
cell type and count:
nor2b 3, and4 4, nor3b 1, a21oi 2
nand3b 1, nor4 19, dfrtp 46, clkbuf 5
or2 2, nand2 11, nand2b 2, nand4 18
xnor2 38, ha 2, and3 5, or4 2
buf 2, xor2 49, clkinv 2, clkdlybuf4s50 56
clkinvlp 1, and2 1, inv 3, nor2 60
nor4b 2, nor3 8, conb 24, nand3 19
a211oi 5
==> state kept, by name (all words and copies together), names as in the netlist <==
name / cells
b_clk: 1
c_clk: 1
clk_cnt: 22
clk_cnt_2: 22
==> area by class of cell <==
type                    count  area share, %
well taps                 133           4.38
inverters                   3          0.296
clock buffers               5           1.81
flip-flops and latches     46           30.3
multi-input cells         278           47.5
repair buffers             58           15.1
clock inverters             3          0.560
==> logic make-up (layout without fill, tap and decap cells) <==
kind of cell | count (synthesis) | after routing | share of synthesized area, %
adders and majority gates | 2 | 2 | 0.801
other | 1 | 24 | 0.120
xor gates and xnor gates | 87 | 87 | 24.4
and+or+nand+nor | 158 | 158 | 28.2
DFF | 46 | 46 | 36.8
AOI/OAI and AO/OA | 7 | 7 | 1.52
buffers and inverters | 36 | 69 | 8.09
Power and IR drop assume default switching activity.
